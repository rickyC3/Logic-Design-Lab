==> ./constraint.sdc <==
current_design top

set clk_period 1.7
set clk_io_pct 0.2

create_clock -name clk0 -period $clk_period [get_ports {clk}]

set non_clock_inputs [all_inputs -no_clocks]
set_input_delay [expr $clk_period * $clk_io_pct] -clock clk0 $non_clock_inputs
set_output_delay [expr $clk_period * $clk_io_pct] -clock clk0 [all_outputs]
==> ./design.v <==
module clock_divisor(clk1, clk);
input clk;
output clk1;
reg [1:0] num;
wire [1:0] next_num;
always @(posedge clk) begin
  num <= next_num;
end
assign next_num = num + 1'b1;
assign clk1 = num[1];
endmodule
module pixel_gen(
  input [9:0] h_cnt,
  input valid,
  output reg [3:0] vgaRed,
  output reg [3:0] vgaGreen,
  output reg [3:0] vgaBlue
);
  always @(*) begin
    if(!valid)
      {vgaRed, vgaGreen, vgaBlue} = 12'h0;
    else if(h_cnt < 128)
      {vgaRed, vgaGreen, vgaBlue} = 12'h000;
    else if(h_cnt < 256)
      {vgaRed, vgaGreen, vgaBlue} = 12'h00f;
    else if(h_cnt < 384)
      {vgaRed, vgaGreen, vgaBlue} = 12'hf00;
    else if(h_cnt < 512)
      {vgaRed, vgaGreen, vgaBlue} = 12'h0f0;              
    else if(h_cnt < 640)
      {vgaRed, vgaGreen, vgaBlue} = 12'hfff;
    else
      {vgaRed, vgaGreen, vgaBlue} = 12'h0;
  end
endmodule
module top(
  input clk,
  input rst,
  output [3:0] vgaRed,
  output [3:0] vgaGreen,
  output [3:0] vgaBlue,
  output hsync,
  output vsync
);
wire clk_25MHz;
wire valid;
wire [9:0] h_cnt;  
wire [9:0] v_cnt;   
clock_divisor clk_wiz_0_inst(
  .clk(clk),
  .clk1(clk_25MHz)
);
pixel_gen pixel_gen_inst(
  .h_cnt(h_cnt),
  .valid(valid),
  .vgaRed(vgaRed),
  .vgaGreen(vgaGreen),
  .vgaBlue(vgaBlue)
);
vga_controller   vga_inst(
  .pclk(clk_25MHz),
  .reset(rst),
  .hsync(hsync),
  .vsync(vsync),
  .valid(valid),
  .h_cnt(h_cnt),
  .v_cnt(v_cnt)
);
endmodule
`timescale 1ns / 1ps
module vga_controller (
  input wire pclk,reset,
  output wire hsync,vsync,valid,
  output wire [9:0]h_cnt,
  output wire [9:0]v_cnt
);
reg [9:0]pixel_cnt;
reg [9:0]line_cnt;
reg hsync_i,vsync_i;
wire hsync_default, vsync_default;
wire [9:0] HD, HF, HS, HB, HT, VD, VF, VS, VB, VT;
assign HD = 640;  
assign HF = 16;  
assign HS = 96;  
assign HB = 48;  
assign HT = 800;   
assign VD = 480;  
assign VF = 10;  
assign VS = 2;  
assign VB = 33;  
assign VT = 525;  
assign hsync_default = 1'b1;
assign vsync_default = 1'b1;
always@(posedge pclk)
  if(reset)
    pixel_cnt <= 0;
  else if(pixel_cnt < (HT - 1))  
    pixel_cnt <= pixel_cnt + 1;
  else
    pixel_cnt <= 0;  
always@(posedge pclk)
  if(reset)
    hsync_i <= hsync_default;
  else if((pixel_cnt >= (HD + HF - 1))&&(pixel_cnt < (HD + HF + HS - 1)))
    hsync_i <= ~hsync_default;
  else
    hsync_i <= hsync_default; 
always@(posedge pclk)
  if(reset)
    line_cnt <= 0;
  else if(pixel_cnt == (HT -1))
    if(line_cnt < (VT - 1))  
      line_cnt <= line_cnt + 1;
    else
      line_cnt <= 0;
  else
      line_cnt <= line_cnt;
always@(posedge pclk)
  if(reset)
    vsync_i <= vsync_default;
  else if((line_cnt >= (VD + VF - 1))&&(line_cnt < (VD + VF + VS - 1)))
    vsync_i <= ~vsync_default; 
  else
    vsync_i <= vsync_default; 
assign hsync = hsync_i;
assign vsync = vsync_i;
assign valid = ((pixel_cnt < HD) && (line_cnt < VD));
assign h_cnt = (pixel_cnt < HD) ? pixel_cnt:10'd0;
assign v_cnt = (line_cnt < VD) ? line_cnt:10'd0;
endmodule
==> ./run.sh <==
#!/bin/bash
# OpenROAD 26Q1-2900-gdf79404cd8, Yosys 0.63+post, stock flow scripts
make -C /OpenROAD-flow-scripts/flow DESIGN_CONFIG=/design/flow/config.mk WORK_HOME=/design/flow/orfs finish
==> ./config.mk <==
export PLATFORM = sky130hd
export DESIGN_NAME = top
export DESIGN_NICKNAME = top
export VERILOG_FILES = /design/flow/design.v
export SDC_FILE = /design/flow/constraint.sdc
export NUM_CORES = 4
export LEC_CHECK = 1
export CORE_AREA = 10 10 96 96
export DIE_AREA = 0 0 106 106
==> run summary <==
flow finished, numbers: status=completed, GR Overflow Total=0, worst slew pin tran=0.849 ns, Die Y=106 µm, Tmin final=1.01 ns, TNS Setup=0 ns, WL final=2.35 mm, Dominant flop cell=dfxtp_1, Reg2Reg Setup Slack=0.69 ns, dominant logic cell type in the layout=dfxtp_1, Setup violations, final=0, Crit. End Element=flip-flop, worst r2r src=clk_wiz_0_inst.num[1]$_DFF_P_, metal3 WL=14 µm, Crit Path Max Fanout=23, endpoints left unconstrained=36, Worst IR Drop VDD=622 µV, area delta synth->final=15.9%, met2 wire len=1.19 mm, Root Driver=clkbuf_8, kind of critical path=flip-flop to flip-flop, CP delay by family, top=flip-flops, Distinct cells, synth=41, PortBufs=15, sw frac=17.6%, post-detail-place hpwl=1.80 mm, unrepaired setup endpoints after global routing=no, max_slew headroom=42.8%, clk ins delay skew pair=0.21 ns, ys async rst share=0%, First-pass DRT Iterations=4, GPL Wtd Cong=0.746, Top cells excl fill/tap=dfxtp_1 (24), nor2_1 (18), clkdlybuf4s50_1 (15), PD cells=165 nW/µm², DRC Markers=0, Max Fclk=989 MHz, post-cts sizing count=0, highest metal used=met3, Synthesized registers=24, Avg Inst Size Synth=8.32 µm², DR WL/cell=9.34 µm, reg2reg path depth=1, tool warnings=27, Setup Skew=0.00149 ns, post-route design area=1480 µm², Critical Path AT=1.07 ns, maximum number of pins on one net before global-route repair=24, clk buf depth=2, DRT met1 WL=1.15 mm, DP Area=1430 µm², WHS Endpoint=clk_wiz_0_inst.num[0]$_DFF_P_, via density per instance=3.87, Post-CTS Setup Bufs=0, crit path DRT=1.76 ns, vias in the first global route=943, filler cell count=806, Worst R2R End=clk_wiz_0_inst.num[1]$_DFF_P_, Hold Startpoint=clk_wiz_0_inst.num[0]$_DFF_P_, FP Util=17.6%, max_cap viols=0, Post-synth EDFFs=0, CP Launch Type=flip-flop, clk slew on worst S/H paths=0.03 ns, H-tree depth=1, share of power burned in combinational logic=5.9%, yosys warns=3, # IOs=16, Hold/Removal Path Class=flip-flop to flip-flop, diode count=0, Buffers & Inverters on Critical Path=0, number of buffers created by CTS=3, Slew Viols, Final=0, Post-DRT Antenna Nets=0, layout cell share with drive strength beyond 1=3.92%, CTS tree=yes, Post-synth seq share=37.8%, vias post-DR=975, GR Util All Layers=4.39%, hold buffers post-CTS=0, core box area=7210 µm², yosys stat chip area=1270 µm², internal power=0.201 mW, Final Hold Fails=0, P_sw=0.0429 mW, slowest CP cell=dfxtp_1, Tcrit/Tclk final=59.5%, first-pass GRT wire length=4.37 mm, die area=11200 µm², Largest stage delay, worst path=0.74 ns, share of total power in the clock network=74.6%, yosys cell count=153, hold path depth=1, row count=31, Mapped Area=1270 µm², Seq pwr share=19.5%, chip width=106 µm, initial antenna violation count=0, Iteration-0 DRC Markers=40, Cell Chain, Critical Path=xor2_1, register pins left without a clock=22, Synth Instances=153, Static Leak=0.494 nW
==> cells by family after synthesis <==
| kind of cell | share of synthesized area [%] |
|---|---|
| compound gates | 13.3 |
| xor+xnor | 7.57 |
| fa+ha+maj | 3.93 |
| buf+inv | 10.9 |
| flops | 37.8 |
| simple gates | 26.6 |
==> worst max path at each step <==
stage / startpoint / end / slack [ns] / cells after the start
after CTS: clk_wiz_0_inst.num[1]$_DFF_P_ / clk_wiz_0_inst.num[1]$_DFF_P_ / 0.62 / 1
after global routing: clk_wiz_0_inst.num[1]$_DFF_P_ / clk_wiz_0_inst.num[1]$_DFF_P_ / 0.55 / 1
final: clk_wiz_0_inst.num[1]$_DFF_P_ / clk_wiz_0_inst.num[1]$_DFF_P_ / 0.69 / 1
==> final cells by class <==
class | instances | area [µm²] | share of cell area, %
clock buffers | 3 | 41.3 | 2.80
inverters | 7 | 26.3 | 1.78
multi-input cells | 104 | 653 | 44.3
flip-flops and latches | 24 | 480 | 32.6
well taps | 99 | 124 | 8.40
repair buffers | 15 | 150 | 10.2
==> layer usage <==
layer | vias to the layer above | GRT usage (%)
li1 | 527 | -
met1 | 447 | 6.06
met2 | 1 | 7.51
met3 | 0 | 0.612
met4 | 0 | 0.193
met5 | - | 0
==> synthesized netlist by cell type, types with 2 or more instances <==
cell      count  share of area [%]
a21oi_1       7                2.8
a31oi_1       6                3.0
and3_1        3                1.5
buf_2         3                1.2
buf_4         9                5.3
clkbuf_1      5                1.5
dfxtp_1      24                 38
ha_1          4                3.9
inv_1         7                2.1
nand2_1      10                3.0
nand3_1      10                3.9
nand3b_1      2                1.2
nand4_1       3                1.5
nand4b_1      2                1.4
nor2_1       18                5.3
nor3_1        5                2.0
o21ai_1       2               0.79
xnor2_1       6                4.1
xor2_1        5                3.4
==> state kept, by name (all words and copies together) (netlist names) <==
signal              flops
vga_inst.line_cnt      10
vga_inst.vsync_i        1
vga_inst.pixel_cnt     10
clk_wiz_0_inst.num      2
vga_inst.hsync_i        1
==> stage by stage <==
step	instances	setup slack (ns)	total power, mW	hold slack (ns)	util (%)
final	252	0.689	0.244	0.378	20.4
after detailed placement	249	0.621	0.0631	0.377	19.9
after global routing	252	0.547	0.264	0.402	20.4
after floorplan	153	0.894	0.0571	0.364	-
after CTS	252	0.622	0.252	0.384	20.4
after global placement	249	0.656	0.0630	0.376	19.9
==> power by group through the flow <==
stage,Clock (mW),Combinational [mW],Sequential [mW]
finish,0.182,0.0143,0.0477
CTS,0.189,0.0147,0.0476
global route,0.200,0.0165,0.0476
No activity file was given, so power comes from the tool's default toggle rates.
